**./run.sh**
```bash
#!/bin/bash
# OpenROAD 26Q1-2900-gdf79404cd8, Yosys 0.63+post, stock flow scripts
make -C /OpenROAD-flow-scripts/flow DESIGN_CONFIG=/design/flow/config.mk WORK_HOME=/design/flow/orfs finish
```
**./config.mk**
```make
export PLATFORM = sky130hd
export DESIGN_NAME = bus_switching_controller
export DESIGN_NICKNAME = bus_switching_controller
export VERILOG_FILES = /design/flow/design.v
export SDC_FILE = /design/flow/constraint.sdc
export NUM_CORES = 4
export LEC_CHECK = 1
export CORE_AREA = 10 10 110 110
export DIE_AREA = 0 0 120 120
```
**./constraint.sdc**
```tcl
current_design bus_switching_controller

set clk_period 1.0
set clk_io_pct 0.2

create_clock -name clk0 -period $clk_period [get_ports {clk}]

set non_clock_inputs [all_inputs -no_clocks]
set_input_delay [expr $clk_period * $clk_io_pct] -clock clk0 $non_clock_inputs
set_output_delay [expr $clk_period * $clk_io_pct] -clock clk0 [all_outputs]
```
**./design.v**
```verilog
module bus_switching_controller (
	input logic             clk,
	input logic             rstn,
	input logic             vld,
	input logic  [8 -1:0]   addr,
	input logic  [16-1:0]   data,
	output logic [8 -1:0]   addr_a,
	output logic [16-1:0]   data_a,
	output logic [8 -1:0]   addr_b,
	output logic [16-1:0]   data_b
);
    always @(posedge clk or negedge rstn) begin
	    if (!rstn) begin
		    addr_a <= '0;
		    addr_b <= '0;
		    data_a <= '0;
		    data_b <= '0;
	    end else begin
		    if (~vld) begin
			    addr_a <= '0;
			    addr_b <= '0;
                data_a <= '0;
			    data_b <= '0;
		    end else begin
                if(addr >= 8'h00 && addr <= 8'h3F) begin
				    addr_a <= addr;
				    data_a <= data;
				    addr_b <= '0;
				    data_b <= '0;
			    end else if (addr >= 8'h40 && addr <= 8'hFF) begin
				    addr_b <= addr;
				    data_b <= data;
				    addr_a <= '0;
				    data_a <= '0;
			    end
		    end
        end
    end
endmodule
```
==> impl_metrics.csv <==
group,metric,value,unit
finish,post_route_cells_drive_above_1_share,0.366,
global_route,first_global_vias,1291,
global_route,grt_start_max_net_pins,49,
place,portBuffers,74,
critical_path,timing.setup.critical_path_class,"flop to primary output",
critical_path,cp_slowest_stage_delay,390,ps
yosys,netlist_instances,110,
drt,num_vias,1189,
floorplanning,chipArea,0.0144,sq mm
min_path,path_category_of_the_worst_min_delay_check,"input pin to asynchronous set/reset pin",
global_route,antenna_found_initial,0,
pwr,total_power,3670,uW
pwr,power.net_switching,834,uW
critical_path,critPathCapture,"addr_a[4]",
drt,drt_first_iter_violations,88,
yosys,postSynthRegisterBits,48,
critical_path,endpoint_kind,"primary output",
sta,final_period_minus_worst_setup_slack,999,ps
place,hpwl,3.27,mm
pwr,power.switching_fraction,0.227,
yosys,syn_avg_cell_area,16.3,sq um
yosys,ys_area,0.00179,sq mm
pwr,cellInternalPower,2840,uW
yosys,yosysWarnings,1,
drt,wirelength_routed,4.95,mm
drt,antenna_cells,0,
yosys,netlist-cell-type-count,10,
place,placedInstanceArea,0.00268,sq mm
finish,postLayoutCellArea,0.00257,sq mm
sta,maxClockFrequency,1000,MHz
yosys,synthDominantCellAreaShare,0.669,
yosys,seq_area_frac_synth,0.669,
yosys,mappedNetlistArea,0.00179,sq mm
floorplanning,die_x,120,um
sta,maxSlewViolCount,0,
sta,timing.final.hold_violations,48,
critical_path,worst_ep_arrival_time,800,ps
drt,drt_drc_violations_left,0,
clocking,number_of_buffers_created_by_cts,5,
pwr,p_clk_frac,0.325,
critical_path,worstPathCellList,"buf_2",
critical_path,worst_setup_path_start_kind,"flop",
floorplanning,ios,75,
drt,firstDrtPassIters,4,
floorplanning,core_area,0.00977,sq mm
sta,hold_worst_slack,-124,ps
critical_path,critical_path_fanout_max,1,
clocking,cts_tree,"built",
critical_path,cp.buffers_inverters,1,
finish,fillers,1040,
run,stage_log_warnings,29,
drt,vias_per_cell,3.73,
run,cap_violations,0,
outcome,violations,"negative hold slack",
global_route,grt_pass1_wl,7.91,mm
place,last_weighted_congestion_value_of_the_routability_driven_placer,0.726,
clocking,cts_sinks,48,
finish,mostFrequentLayoutCell,"buf_2",
critical_path,timing.critical_path.slowest_stage_cell,"dfrtp_1",
finish,final_cell_mix,"51 x buf_2, 48 x dfrtp_1, 22 x o211a_1, 22 x clkdlybuf4s50_1, 19 x nor4bb_1",
sta,grt_setup_unrepaired,"true",
global_route,grt_use_total,0.0692,
clocking,clk_buf_depth,2,
drt,drt-wirelength-per-cell,15.5,um
critical_path,cp_data_required_time,800,ps
outcome,outcome,"finished, violations left",
yosys,top_area_cell,"dfrtp_1",
sta,report.final.setup_viol,0,
floorplanning,die_h,120,um
clocking,clk_pin_slew,90,ps
yosys,yosysCellCount,110,
critical_path,crit_cells,1,
critical_path,startpoint,"addr_a[4]",
pwr,part_of_the_total_power_dissipated_in_sequential_elements,0.553,
sta,timing.final.crit_share,0.999,
pwr,combinational_power_share,0.122,
critical_path,cp_top_family,"flip-flops",
clocking,post_cts_setup_buffer_count,0,
drt,drt.antenna.violating_nets,0,
global_route,grt_overflow_total,0,
yosys,topCellsByArea,"dfrtp_1 67%, o211a_1 12%, nor4bb_1 11%",
floorplanning,rows,36,
clocking,clk_root_buf,"clkbuf_8",
pwr,power_density,1430,mW/mm^2
clocking,cts-htree-levels,2,
floorplanning,fp_util,0.184,
finish,area_growth,43.2,%
pwr,vdd_ir_drop_max,0.467,mV
pwr,standby_leakage_power,0.00143,uW
-- power by group through the flow --
stage,sequential (uW),combinational (uW),clock (uW)
6_report,2030,447,1190
4_1_cts,2030,463,1270
5_1_grt,2040,500,1330
-- cell type report --
class / count / area (sq um) / share of cell area
Sequential cell: 48 / 1200 / 0.468
Timing Repair Buffer: 82 / 632 / 0.246
Multi-Input combinational cell: 48 / 475 / 0.185
Tap cell: 133 / 166 / 0.0648
Clock buffer: 7 / 86.3 / 0.0336
Clock inverter: 1 / 7.51 / 0.00292
-- registers in the layout, summed over array words and instances (netlist names) --
signal / count
addr_a: 8
addr_b: 8
data_a: 16
data_b: 16
-- what timing repair did --
action                                  CTS  global route
endpoints found under the hold margin    48            48
gates resized                           148             0
endpoints found under the setup margin   58            43
gates cloned                              1             0
-- per-layer routing --
metal | vias to the layer above | wire [um] | GRT usage
li1 | 554 | - | -
met1 | 575 | 2260 | 0.0940
met5 | - | 0 | 0
met3 | 5 | 510 | 0.0309
met4 | 0 | 52 | 0.00603
met2 | 55 | 2120 | 0.105
-- stage by stage --
step                hold WS (ps)  setup TNS (ps)  setup slack, ps  utilization  instances
detailed placement           204          -10990             -372        0.274        310
CTS                         -126           -95.5            -19.8        0.263        319
global placement             206          -10300             -320        0.274        310
global route                -122            -630            -42.2        0.263        319
floorplan                  -95.6               0              198            -        111
finish                      -124               0            0.595        0.263        319
-- how the worst min path moves through the flow --
| stage | to | slack [ps] |
|---|---|---|
| 6_report | data_a[7] | -120 |
| 4_1_cts | data_a[7] | -130 |
| 5_1_grt | data_a[7] | -120 |
-- synthesized netlist by cell type --
| master | n |
|---|---|
| nor4bb_2 | 1 |
| buf_6 | 8 |
| dfrtp_1 | 48 |
| o211a_1 | 22 |
| buf_4 | 1 |
| buf_2 | 6 |
| and2_1 | 2 |
| nor4bb_1 | 20 |
| and4bb_1 | 1 |
| conb_1 | 1 |
-- kinds of logic (layout without fill, tap and decap cells) --
group / count (synthesis) / count (layout) / share of synthesized area
compound gates: 22 / 22 / 0.123
other cells: 1 / 2 / 0.00209
buf+inv: 15 / 90 / 0.0711
simple gates: 24 / 24 / 0.135
flops: 48 / 48 / 0.669
Power is estimated from default activity; no workload was simulated.
