<file path="./design.v">
module fsm_short(
    output logic r, y, g,   
    input  logic clock,     
    input  logic reset      
);
typedef enum {RED, GREEN, YELLOW} state_t;
state_t PS, NS;
reg [7:0] timer;   
always @(posedge clock or posedge reset) begin
    if (reset) begin
        PS <= RED;
        timer <= 0;
    end
    else begin
        PS <= NS;
        timer <= (PS != NS) ? 0 : timer + 1;
    end
end
always_comb begin
    NS = PS;   
    case (PS)
        RED:    if (timer >= 20) NS = GREEN;
        GREEN:  if (timer >= 15) NS = YELLOW;
        YELLOW: if (timer >= 5) NS = RED;
    endcase
end
always_comb begin
    {r,y,g} = 3'b100;   
    case (PS)
        GREEN:  {r,y,g} = 3'b001;
        YELLOW: {r,y,g} = 3'b010;
    endcase
end
endmodule
</file>
<file path="./run.sh">
#!/bin/bash
# OpenROAD 26Q1-2900-gdf79404cd8, Yosys 0.63+post, stock flow scripts
make -C /OpenROAD-flow-scripts/flow DESIGN_CONFIG=/design/flow/config.mk WORK_HOME=/design/flow/orfs finish
</file>
<file path="./config.mk">
export PLATFORM = sky130hd
export DESIGN_NAME = fsm_short
export DESIGN_NICKNAME = fsm_short
export VERILOG_FILES = /design/flow/design.v
export SDC_FILE = /design/flow/constraint.sdc
export NUM_CORES = 4
export LEC_CHECK = 1
export CORE_UTILIZATION = 30
</file>
<file path="./constraint.sdc">
current_design fsm_short

set clk_period 4.1
set clk_io_pct 0.2

create_clock -name clk0 -period $clk_period [get_ports {clock}]

set non_clock_inputs [all_inputs -no_clocks]
set_input_delay [expr $clk_period * $clk_io_pct] -clock clk0 $non_clock_inputs
set_output_delay [expr $clk_period * $clk_io_pct] -clock clk0 [all_outputs]
</file>
==> run_summary.xml <==
<?xml version="1.0" encoding="UTF-8"?>
<metrics>
  <group name="power">
    <metric name="power_frac_clock" unit="%">47.3</metric>
    <metric name="swShare" unit="%">17.0</metric>
    <metric name="comb_power_share" unit="%">1.1</metric>
    <metric name="share_seq_of_total_power" unit="%">51.6</metric>
    <metric name="leakage" unit="µW">0.000795</metric>
    <metric name="max_ir_drop_vdd" unit="mV">0.324</metric>
    <metric name="p_int" unit="µW">635</metric>
    <metric name="netSwitchingPower" unit="µW">130</metric>
    <metric name="power_density" unit="mW/mm²">464</metric>
  </group>
  <group name="global_routing">
    <metric name="grt-ovfl-total" unit="">0</metric>
    <metric name="number_of_global_route_vias_before_repair" unit="">773</metric>
    <metric name="pin_count_of_the_biggest_net_entering_global_routing" unit="">41</metric>
    <metric name="initial_antenna_violation_count" unit="">0</metric>
    <metric name="grt_pass1_wl" unit="µm">3470</metric>
    <metric name="track_usage" unit="%">8.52</metric>
  </group>
  <group name="placement">
    <metric name="gpl.final_weighted_congestion" unit="">0.828</metric>
    <metric name="dp.cells" unit="">168</metric>
    <metric name="hpwl" unit="µm">1330</metric>
    <metric name="port_buffers" unit="">4</metric>
  </group>
  <group name="hold_path">
    <metric name="min-delay-start" unit="">PS[17]</metric>
    <metric name="hold_class" unit="">flip-flop to flip-flop</metric>
  </group>
  <group name="cts">
    <metric name="cts-root-to-sink-buffers" unit="">2</metric>
    <metric name="worstSkewPairLatency" unit="ns">0.28</metric>
    <metric name="clock_sink_count" unit="">40</metric>
    <metric name="total_setup_buffers_inserted_after_cts" unit="">0</metric>
    <metric name="cts_resized" unit="">0</metric>
    <metric name="clk_root_buffer_cell" unit="">sky130_fd_sc_hd__clkbuf_8</metric>
    <metric name="htree_levels" unit="">2</metric>
    <metric name="cts.hold.buffers_added" unit="">0</metric>
    <metric name="cts_made_buffers" unit="">5</metric>
    <metric name="cts_clk_pin_slew_worst_paths" unit="ns">0.07</metric>
    <metric name="tritoncts_clock_tree" unit="">built</metric>
  </group>
  <group name="synthesis">
    <metric name="post_synth.cell_area_avg" unit="µm²">12.0</metric>
    <metric name="yosysSeqAreaShare" unit="%">65.9</metric>
    <metric name="synth-warning-count" unit="">1</metric>
    <metric name="netlist-cell-type-count" unit="">28</metric>
    <metric name="dominantRegCellSynth" unit="">sky130_fd_sc_hd__dfrtp_1</metric>
    <metric name="yosys_area" unit="mm²">0.00152</metric>
    <metric name="synth.ff_latch_count" unit="">40</metric>
    <metric name="syn_inst" unit="">127</metric>
    <metric name="synthArstFlopShare" unit="%">100</metric>
    <metric name="ys_cells" unit="">127</metric>
    <metric name="synth-edff-count" unit="">0</metric>
    <metric name="mappedNetlistArea" unit="mm²">0.00152</metric>
  </group>
  <group name="worst_setup_path">
    <metric name="setup.worst_path.start_class" unit="">flip-flop</metric>
    <metric name="cp.arrival" unit="ns">2.35</metric>
    <metric name="worst-setup-path-type" unit="">flip-flop to output pin</metric>
    <metric name="worst_ep_required_time" unit="ns">3.28</metric>
    <metric name="worstSetupStartpoint" unit="">PS[13]</metric>
    <metric name="cp-end-kind" unit="">output pin</metric>
    <metric name="worst-path-max-fanout" unit="">4</metric>
    <metric name="launch_point_of_the_worst_reg_to_reg_path" unit="">timer[6]</metric>
  </group>
  <group name="timing">
    <metric name="hold_viol" unit="">0</metric>
    <metric name="slew_headroom" unit="%">60.9</metric>
    <metric name="final-setup-viol-count" unit="">0</metric>
    <metric name="final_max_slew_viol_count" unit="">0</metric>
    <metric name="max_clock_freq" unit="MHz">315</metric>
    <metric name="skew" unit="ns">0.00789</metric>
    <metric name="unrepaired_setup_endpoints_after_global_routing" unit="">false</metric>
    <metric name="setup-tns-final" unit="ns">0</metric>
    <metric name="timing.final.crit_period" unit="ns">3.17</metric>
    <metric name="timing.final.crit_share" unit="%">77.3</metric>
    <metric name="worst-slew-pin-transition" unit="ns">0.585</metric>
  </group>
  <group name="routing">
    <metric name="drt_iter0_drc" unit="">17</metric>
    <metric name="drcViolationCount" unit="">0</metric>
    <metric name="ant_diodes" unit="">0</metric>
    <metric name="num_vias" unit="">733</metric>
    <metric name="wirelength" unit="µm">1960</metric>
    <metric name="wl_per_cell" unit="µm">11.2</metric>
    <metric name="drt_antenna_net_count" unit="">0</metric>
    <metric name="firstDrtPassIters" unit="">4</metric>
    <metric name="vias_per_cell" unit="">4.19</metric>
  </group>
  <group name="floorplanning">
    <metric name="die-width" unit="µm">73.2</metric>
    <metric name="ioPinCount" unit="">5</metric>
    <metric name="die_h" unit="µm">73.2</metric>
    <metric name="placeableCoreArea" unit="mm²">0.00479</metric>
    <metric name="initial_utilization" unit="%">31.7</metric>
    <metric name="die_area" unit="mm²">0.00535</metric>
    <metric name="row_count" unit="">25</metric>
  </group>
  <group name="outcome">
    <metric name="run_status" unit="">finished, final reports clean</metric>
  </group>
  <group name="layout">
    <metric name="finalNonFillerCells" unit="">175</metric>
    <metric name="area_growth" unit="%">8.65</metric>
    <metric name="layout-drive-gt1-share" unit="%">12.0</metric>
  </group>
  <group name="flow_run">
    <metric name="log.warning_count" unit="">27</metric>
    <metric name="maxCapViolCount" unit="">0</metric>
  </group>
</metrics>
## power groups by stage
stage	combinational (µW)	sequential (µW)	clock, µW
CTS	9.25	394	371
finish	8.65	394	362
global route	10.4	394	387
## state kept, by name, indices dropped and copies added, names as in the netlist
register	cells
PS	32
timer	8
## worst paths after layout
check                      cells after the start  endpoint  slack [ns]
max                                            5         y        0.93
min                                            0    PS[17]        0.38
max reg2reg                                    5  timer[7]        2.28
min reg2reg                                    0    PS[17]        0.38
max in group asynchronous                      3    PS[22]        2.82
min in group asynchronous                      3     PS[2]        0.95
## layer usage
metal	GRT usage (%)	vias to the layer above	part of all wire, %	wire, µm
met5	0	-	0	0
met4	1.53	0	1.2	23
met3	2.24	2	4.5	89
met2	11.3	10	39	770
met1	14.4	346	55	1080
li1	-	375	-	-
## placed cells by master, fill, tap and decap left out
cell type	Yosys	layout
sky130_fd_sc_hd__nand2_1	1	1
sky130_fd_sc_hd__xnor2_1	3	3
sky130_fd_sc_hd__xor2_1	4	4
sky130_fd_sc_hd__nor4b_1	1	1
sky130_fd_sc_hd__nand4_1	3	3
sky130_fd_sc_hd__o41ai_1	2	2
sky130_fd_sc_hd__and2_1	1	1
sky130_fd_sc_hd__nand2b_1	1	1
sky130_fd_sc_hd__ha_1	3	3
sky130_fd_sc_hd__buf_4	0	2
sky130_fd_sc_hd__nor4_1	7	7
sky130_fd_sc_hd__clkbuf_8	0	5
sky130_fd_sc_hd__inv_1	3	3
sky130_fd_sc_hd__o21ai_0	3	3
sky130_fd_sc_hd__or2_2	1	1
sky130_fd_sc_hd__or4_1	1	1
sky130_fd_sc_hd__o21bai_2	1	1
sky130_fd_sc_hd__and3_1	1	1
sky130_fd_sc_hd__bufinv_16	0	2
sky130_fd_sc_hd__a21oi_1	7	7
sky130_fd_sc_hd__a211oi_2	1	1
sky130_fd_sc_hd__and3_4	1	1
sky130_fd_sc_hd__nand3_1	2	2
sky130_fd_sc_hd__nor3b_1	2	2
sky130_fd_sc_hd__clkdlybuf4s50_1	0	4
sky130_fd_sc_hd__o31ai_1	1	1
sky130_fd_sc_hd__a21boi_1	1	1
sky130_fd_sc_hd__nor2_1	3	3
sky130_fd_sc_hd__dfrtp_1	40	40
sky130_fd_sc_hd__a222oi_1	1	1
## stage by stage
stage	hold slack (ns)	total power, µW	area [µm²]	utilization (%)	setup WS (ns)
after floorplan	0.429	408	1520	-	2.03
after global placement	0.365	411	1520	31.8	1.30
after detailed placement	0.366	411	1520	31.8	1.28
after CTS	0.383	775	1650	34.5	0.953
after global routing	0.390	791	1650	34.5	0.731
final	0.377	765	1650	34.5	0.930
## worst max-delay path, stage by stage, from the launching register on
cell                              delay [ns]
sky130_fd_sc_hd__dfrtp_1                0.37
sky130_fd_sc_hd__nor4_1                 0.38
sky130_fd_sc_hd__nand4_1                0.25
sky130_fd_sc_hd__or2_2                  0.37
sky130_fd_sc_hd__nor3b_1                0.21
sky130_fd_sc_hd__clkdlybuf4s50_1        0.49
## layout make-up
| class | count | area (µm²) |
|---|---|---|
| sequential | 40 | 1000 |
| clock buffer | 5 | 68.8 |
| fill | 454 | 3140 |
| timing repair buffer | 6 | 55.1 |
| tap | 67 | 83.8 |
| clock inverter | 2 | 60.1 |
| multi-input combinational | 52 | 370 |
| inverter | 3 | 11.3 |
## kinds of logic (layout without fill, tap and decap cells)
kind of cell	after synthesis	in the layout	synth area share (%)
XOR/XNOR	7	7	4.04
flip-flops	40	40	65.9
adder cells (fa/ha/maj)	3	3	2.47
AND/OR/NAND/NOR	25	25	10.2
buffers and inverters	35	16	9.72
AND-OR/OR-AND	17	17	7.66
## cell usage after synthesis (2+ instances only)
| cell | n | share of area (%) |
|---|---|---|
| sky130_fd_sc_hd__dfrtp_1 | 40 | 66 |
| sky130_fd_sc_hd__clkbuf_1 | 31 | 7.7 |
| sky130_fd_sc_hd__a21oi_1 | 7 | 2.3 |
| sky130_fd_sc_hd__nor4_1 | 7 | 2.9 |
| sky130_fd_sc_hd__xor2_1 | 4 | 2.3 |
| sky130_fd_sc_hd__ha_1 | 3 | 2.5 |
| sky130_fd_sc_hd__inv_1 | 3 | 0.74 |
| sky130_fd_sc_hd__nand4_1 | 3 | 1.2 |
| sky130_fd_sc_hd__nor2_1 | 3 | 0.74 |
| sky130_fd_sc_hd__o21ai_0 | 3 | 0.99 |
| sky130_fd_sc_hd__xnor2_1 | 3 | 1.7 |
| sky130_fd_sc_hd__nand3_1 | 2 | 0.66 |
| sky130_fd_sc_hd__nor3b_1 | 2 | 0.99 |
| sky130_fd_sc_hd__o41ai_1 | 2 | 1.2 |
Power and IR drop assume default switching activity.
