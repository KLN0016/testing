==> ./design.v <==
module simple_alu (
  input logic        clk,
  input logic [7:0]  a,
  input logic [7:0]  b,
  input logic [2:0]  opcode,
  output logic [15:0] result
);
  localparam ADD  = 3'b000;
  localparam SUB  = 3'b001;
  localparam AND  = 3'b010;
  localparam OR   = 3'b011;
  localparam XOR  = 3'b100;
  localparam MUL  = 3'b101;
  localparam XNOR = 3'b110;
  always_ff @(posedge clk) begin
    case (opcode)
      ADD:   result <= a + b;
      SUB:   result <= a - b;
      AND:   result <= {8'b0, a & b};
      OR:    result <= {8'b0, a | b};
      XOR:   result <= {8'b0, a ^ b};
      MUL:   result <= a * b;
      XNOR:  result <= {8'b0, ~(a ^ b)};
      default: result <= 16'hDEAD;  
    endcase
  end
endmodule
==> ./run.sh <==
#!/bin/bash
# OpenROAD 26Q1-2900-gdf79404cd8, Yosys 0.63+post, stock flow scripts
make -C /OpenROAD-flow-scripts/flow DESIGN_CONFIG=/design/flow/config.mk WORK_HOME=/design/flow/orfs finish
==> ./config.mk <==
export PLATFORM = sky130hd
export DESIGN_NAME = simple_alu
export DESIGN_NICKNAME = simple_alu
export VERILOG_FILES = /design/flow/design.v
export SDC_FILE = /design/flow/constraint.sdc
export NUM_CORES = 4
export LEC_CHECK = 1
export CORE_UTILIZATION = 40
==> ./constraint.sdc <==
current_design simple_alu

set clk_period 9.8
set clk_io_pct 0.2

create_clock -name clk0 -period $clk_period [get_ports {clk}]

set non_clock_inputs [all_inputs -no_clocks]
set_input_delay [expr $clk_period * $clk_io_pct] -clock clk0 $non_clock_inputs
set_output_delay [expr $clk_period * $clk_io_pct] -clock clk0 [all_outputs]
==> results_slide.txt <==
Flow Results at a Glance

Outcome
  • Outcome: complete, no violations

Synthesis
  • Top area cell types: fa_1 22%, ha_1 22%, dfxtp_1 9.2%
  • Synth Warn #: 1
  • Top area contributor share: 0.218
  • Post-Syn Area: ~0.0035 mm²
  • Asr flop ratio synth: 0
  • Number of enable flip-flop cells: 0
  • Syn Inst Count: 434
  • Netlist cell types: around 51
  • Chip Area, Yosys: ~0.0035 mm²
  • # Cells Yosys: about 430
  • Cell type with the largest total area: fa_1
  • Flops out of synthesis: 16
  • Syn Area/Cell: roughly 8 µm²
  • Synth Seq Share: 0.0918
  • Ys flop type: dfxtp_1

Floorplan
  • Die Height: between 90 and 100 µm
  • Chip Area: about 0.0091 mm²
  • Core ar.: around 0.0083 mm²
  • FP Rows: 33
  • DIE WIDTH: approximately 95 µm
  • Initial Util: 0.418
  • Io pins: 36

Timing
  • Final setup vio count: 0
  • RSZ-0062 raised after global routing: no
  • Fmax: around 150 MHz
  • Minimum clock period: about 6.5 ns
  • Slew Limit Fails: 0
  • Post-layout period usage: 0.668
  • Final hold vios: 0
  • Max-slew headroom: 0.542
  • Worst-margin pin slew: between 0.6 and 0.7 ns
  • TNS Setup: 0 ns

Place
  • GPL Wtd Cong: about 0.95
  • Port bufs: 35
  • HPWL after DPL: 7200 µm
  • Post-DP Area: slightly below 0.004 mm²

Clock tree
  • CTS resizes: 0
  • Post-CTS Setup Bufs: 0
  • # H-tree levels: 1
  • Longest Clk Path Bufs: 2
  • CTS buffer count: 3
  • CTS root buffer: clkbuf_8
  • CTS tree: built
  • Clock Sinks: 16
  • Post-CTS Hold Buffers: 0
  • Worst-path clk slew: 0.07 ns

Worst setup path
  • Crit-path max FO: 7
  • Worst setup SP type: input port
  • Crit Path Class: in -> reg
  • Worst Path Required: 9.92 ns
  • WP data arrival: approximately 6.7 ns
  • Crit. End Element: register

Drt
  • DR vias/cell: 5.32
  • Via Count: approximately 3,000
  • TritonRoute pass-1 iters: 4
  • Remaining routing DRC violations: 0
  • Initial DRC Count: roughly 180
  • Total wire length: 8280 µm
  • DRT antenna net count: 0
  • Antenna diodes: 0
  • WL/cell: approximately 15 µm

Power and ir drop
  • Power Dens Cells: about 140 mW/mm²
  • Peak supply drop: approximately 0.00014 V
  • Lkg Pwr: just under 2 nW

Layout
  • Most frequent cells in the layout: 75 x inv_1, 62 x nor2_1, 60 x ha_1, 38 x fa_1, 35 x clkdlybuf4s50_1
  • Largest Register: result
  • Area delta synth->final: 14.0%
  • Layout cells sized above 1: 0.0216
  • Largest registers: result: 16 flops
  • Post-route cell area: ~0.004 mm²
  • Fill cells: about 830
  • Commonest Layout Cell: inv_1
  • Max FFs per register: 16

Global route
  • GRT met3 Usage: 0.0584
  • Gr usage total: 0.212
  • Grt peak-use layer: met2
  • GR Util met1: 0.315
  • First-pass GRT wire length: 14,400 µm
  • Vias in the first global route: slightly below 3,000
  • Met2 Use GR: 0.323
  • Grt ovf: 0
  • Largest net degree at the start of global routing: 30
  • Initial antenna violation count: 0

Job
  • Number of OpenROAD warnings: roughly 40
  • Max-Cap Viols: 0

Hold path
  • Hold crit path type: in -> reg
-- report_power, final --
| part | internal (mW) | switching (mW) | leakage, nW |
|---|---|---|---|
| combinational | 0.182 | 0.243 | 1.83 |
| sequential | 0.0780 | 0.00290 | 0.134 |
| clock | 0.0356 | 0.0235 | 0.0288 |
-- worst paths after layout --
check / startpoint / end / slack (ns) / depth (start not counted)
worst max-delay path: a[1] / result[14] / 3.25 / 16
worst min-delay path: opcode[2] / result[2] / 2.63 / 4
-- cells by family (layout without fill, tap and decap cells) --
kind of cell    after synthesis  count (layout)  share of synthesized area
buf+inv                      88             118                     0.0997
simple gates                114             114                      0.137
xor+xnor                     17              17                     0.0427
fa+ha+maj                    98              98                      0.433
compound gates               98              98                      0.183
flops                        16              16                     0.0918
mux                           3               3                     0.0122
-- layout make-up --
class | instances | area, µm² | area share
clock buffers | 4 | 55.1 | 0.0138
repair buffers | 36 | 358 | 0.0900
well taps | 105 | 131 | 0.0330
flip-flops and latches | 16 | 320 | 0.0805
inverters | 78 | 293 | 0.0736
multi-input cells | 330 | 2820 | 0.709
-- worst max-delay path, cell delays in order --
cell             delay [ns]
clkdlybuf4s50_1        0.70
inv_1                  0.23
nor2_1                 0.19
fa_1                   0.44
fa_1                   0.45
fa_1                   0.52
inv_1                  0.06
fa_1                   0.52
inv_1                  0.05
ha_1                   0.37
a21o_1                 0.26
a2111oi_0              0.41
nor2_1                 0.07
a31oi_1                0.21
xor2_1                 0.15
o21ai_0                0.07
-- Yosys cell counts, types with 3 or more instances --
master and instances:
xor2_1 8, clkbuf_1 4, nor2_1 62, xnor2_1 9, a211oi_1 3, dfxtp_1 16, clkinv_1 3, o31ai_1 3
nand2_1 30, a22oi_1 3, fa_1 38, o21a_1 4, a21oi_1 25, inv_1 75, nand3_1 4, o21ai_0 21
a31oi_1 5, o221ai_1 3, nor3_1 5, a221oi_1 4, a21o_1 7, nor2b_1 4, ha_1 60
-- per-stage QoR --
stage | power (mW) | hold slack, ns | setup WS, ns | utilization | cells
3_5_place_dp | 0.505 | 2.62 | 2.98 | 0.470 | 565
6_report | 0.565 | 2.63 | 3.25 | 0.477 | 569
5_1_grt | 0.633 | 2.69 | 2.90 | 0.477 | 569
2_1_floorplan | 0.382 | 2.22 | 3.98 | - | 434
4_1_cts | 0.570 | 2.62 | 3.22 | 0.477 | 569
3_3_place_gp | 0.508 | 2.62 | 2.97 | 0.470 | 565
-- metal layers --
layer / part of all wire / routed length, µm
met1: 0.45 / 3730
met2: 0.46 / 3820
met3: 0.072 / 600
met4: 0.017 / 139
met5: 0 / 0
Power is estimated from default activity; no workload was simulated.
